File: flow/run.sh
#!/bin/bash
# OpenROAD 26Q1-2900-gdf79404cd8, Yosys 0.63+post, stock flow scripts
make -C /OpenROAD-flow-scripts/flow DESIGN_CONFIG=/design/flow/config.mk WORK_HOME=/design/flow/orfs finish
File: flow/config.mk
export PLATFORM = sky130hd
export DESIGN_NAME = single_port_sync_ram
export DESIGN_NICKNAME = single_port_sync_ram
export VERILOG_FILES = /design/flow/design.v
export SDC_FILE = /design/flow/constraint.sdc
export NUM_CORES = 4
export LEC_CHECK = 1
export CORE_UTILIZATION = 50
File: flow/design.v
module single_port_sync_ram(
    input clk,
    input n_rw,
    input n_cs,
    input n_oe,
    input [7:0] addr,
    inout [7:0] data
);
    reg [7:0] mem [255:0];
    reg [7:0] data_out;
    always @(posedge clk) begin : READ
        if (!n_cs & !n_rw)
            data_out <= mem[addr];
    end
    always @(posedge clk) begin : WRITE
        if (!n_cs & n_rw )
            mem[addr] <= data;
    end
    assign data = (!n_cs & !n_oe & !n_rw) ? data_out : 8'bz;
endmodule
File: flow/constraint.sdc
current_design single_port_sync_ram

set clk_period 26.6
set clk_io_pct 0.2

create_clock -name clk0 -period $clk_period [get_ports {clk}]

set non_clock_inputs [all_inputs -no_clocks]
set_input_delay [expr $clk_period * $clk_io_pct] -clock clk0 $non_clock_inputs
set_output_delay [expr $clk_period * $clk_io_pct] -clock clk0 [all_outputs]
==> impl_metrics.tcl <==
# flow metrics
set metrics [dict create \
    holdBufCountCts 0 \
    cts_sinks 2056 \
    dp_cells 5482 \
    cts-root-buf "clkbuf_16" \
    common_cells "2056 x edfxtp_1, 512 x mux4_2, 261 x nor2_1, 256 x a22oi_1, 149 x clkbuf_1" \
    ys_types 21 \
    die_x_um 398 \
    postCtsSetupBuffers 0 \
    top_cell_area_share_pct 78.8 \
    initial_core_util_pct 50.6 \
    syn_inst 3527 \
    postSynthAreaPerCell_um2 22.2 \
    place.gp.congestion 0.877 \
    die_h_um 398 \
    clockBufferDepth 3 \
    error_message "[error] [KeplerFormal.cpp:679] Workflow failed: Iso has multiple drivers: .data6, place233.X0" \
    yosys-stat-cells 3527 \
    ys_area_um2 78400 \
    placement_rows 144 \
    async_flop_share_pct 0 \
    edf_count 2056 \
    cts_htree_levels 4 \
    post_cts_resized 0 \
    synth_area_um2 78400 \
    top_area_cell "edfxtp_1" \
    place_ws_ns 16.13 \
    ioPinCount 20 \
    flop_cell "edfxtp_1" \
    synth_seq_share_pct 78.8 \
    cts_buffers 204 \
    outcome "did not finish" \
    area_leaders "edfxtp_1 79%, mux4_2 15%, a22oi_1 2.5%, nor2_1 1.3%, a21oi_1 0.82%" \
    port_buffers 10 \
    haltStage "clock tree synthesis" \
    post-synth-top-count-cell "edfxtp_1" \
    numSynthFlops 2056 \
    ys_warn_count 2 \
    dp_hpwl_um 108000 \
]
## per-stage QoR
step	util [%]	total power, W	cell area (um^2)	hold WS (ns)
detailed placement	52.4	0.00394	81100	0.808
global placement	52.4	0.00394	81100	0.812
floorplan	-	0.00382	78400	0.896
## logic make-up after synthesis
logic type | count (synthesis) | share of synthesized area [%]
flip-flops | 2056 | 78.8
multiplexers | 512 | 14.7
AND-OR/OR-AND | 416 | 3.63
AND/OR/NAND/NOR | 318 | 1.61
buffers and inverters | 225 | 1.26
Power figures rest on the tool's default switching activity, not on a simulated workload.
