[design.v]
module ALU(
    input [7:0] a,
    input [7:0] b,
    input [3:0] opCode,
    output reg [7:0] result,
    output reg zero,
    output reg carry,
    output reg overflow
);
    reg [8:0] temp_sum;
    always @(*) begin
        case(opCode)
            4'b0000: begin  
                temp_sum = a + b; 
                result   = temp_sum[7:0];
                carry    = temp_sum[8];
                zero     = (temp_sum[7:0] == 8'b0);
                overflow = (~a[7] & ~b[7] & result[7]) | (a[7] & b[7] & ~result[7]);
            end
            4'b0001: begin  
                result   = a - b;
                carry    = (a >= b);
                zero     = (result == 8'b0);
                overflow = (a[7] != b[7]) && (result[7] != a[7]);
            end
            4'b0011: begin  
                result = a + 8'b0000_0001;
                carry    = 8'b0;
                zero     = 8'b0;
                overflow = 8'b0;
            end
            4'b0010: begin  
                result = a - 8'b0000_0001;
                carry    = 8'b0;
                zero     = 8'b0;
                overflow = 8'b0;
            end
            4'b0110: begin  
                result = ~a + 1;
                carry    = 8'b0;
                zero     = 8'b0;
                overflow = 8'b0;
            end
            4'b0111: begin  
                result   = ~a;
                carry    = 8'b0;
                zero     = 8'b0;
                overflow = 8'b0;
            end
            4'b0101: begin  
                result = a & b;
                carry    = 8'b0;
                zero     = 8'b0;
                overflow = 8'b0;
            end
            4'b1000: begin  
                result = a | b;
                carry    = 8'b0;
                zero     = 8'b0;
                overflow = 8'b0;
            end
            4'b1100: begin  
                result = a ^ b;
                carry    = 8'b0;
                zero     = 8'b0;
                overflow = 8'b0;
            end
            default: begin 
                result = 8'b0;
                carry = 1'b0;
                zero = 1'b1;
                overflow = 1'b0;
            end
        endcase
    end    
endmodule
[config.mk]
export PLATFORM = sky130hd
export DESIGN_NAME = ALU
export DESIGN_NICKNAME = ALU
export VERILOG_FILES = /design/flow/design.v
export SDC_FILE = /design/flow/constraint.sdc
export NUM_CORES = 4
export LEC_CHECK = 1
export CORE_AREA = 10 10 104 104
export DIE_AREA = 0 0 114 114
[run.sh]
#!/bin/bash
# OpenROAD 26Q1-2900-gdf79404cd8, Yosys 0.63+post, stock flow scripts
make -C /OpenROAD-flow-scripts/flow DESIGN_CONFIG=/design/flow/config.mk WORK_HOME=/design/flow/orfs finish
[constraint.sdc]
current_design ALU

set clk_period 9.6
set clk_io_pct 0.2

create_clock -name clk0 -period $clk_period

set non_clock_inputs [all_inputs -no_clocks]
set_input_delay [expr $clk_period * $clk_io_pct] -clock clk0 $non_clock_inputs
set_output_delay [expr $clk_period * $clk_io_pct] -clock clk0 [all_outputs]
==> GITHUB_STEP_SUMMARY <==
### Metrics collected by this job

| Metric | Value |
|---|---|
| # IOs | `31` |
| Post-CTS setup buffers | `0` |
| Fmax | `0.140 GHz` |
| Hold crit path type | `in -> out` |
| Antenna cell count | `0` |
| Top cell area share | `17.7%` |
| DRT iter0 DRCs | `between 200 and 250` |
| Met3 WL | `209 um` |
| Vias in the first global route | `1969` |
| X dimension of the die | `114 um` |
| IR Drop Worst-Case VDD | `0.0176 mV` |
| Post-Syn Instances | `262` |
| GRT Overall Usage | `9.14%` |
| Period utilization | `74.4%` |
| Chip Area | `roughly 0.013 mm^2` |
| Vertical die size | `114 um` |
| Req. time, crit path | `approximately 7.7 ns` |
| Placed Cells | `slightly below 400` |
| Log Warnings | `49` |
| Syn. warnings | `1` |
| Slowest cell on the critical path | `clkdlybuf4s50_1` |
| Core area | `0.00868 mm^2` |
| Routed WL | `6240 um` |
| Drt first pass iters | `4` |
| Worst Path Buf+Inv | `3` |
| Critical path type | `in -> out` |
| Crit path time final | `7.14 ns` |
| First-pass GRT wire length | `10000 um` |
| Final setup TNS | `0 ns` |
| Most used cell, CP | `clkdlybuf4s50_1` |
| Cell type with the highest aggregate area in the netlist | `ha_1` |
| Slew @ Worst Pin | `0.547 ns` |
| Yosys stat area | `~0.0018 mm^2` |
| Fp_density | `between 20% and 30%` |
| CP peak stage delay | `0.73 ns` |
| Row count | `34` |
| Most used logic cell in the final layout | `clkdlybuf4s50_1` |
| Drt via density | `5.13` |
| Cell Pwr Density | `51.0 mW/mm^2` |
| Most numerous logic cells after layout | `clkdlybuf4s50_1, ha_1, nor2_1` |
| Status | `complete, no violations` |
| Fin. Hold Viols | `0` |
| Storage element area | `0 um^2` |
| Cells on Worst Hold Path | `5` |
| Fin cells | `390` |
| Yosys cell types | `63` |
| Critical path endpoint category | `primary output` |
| # Cells Yosys | `262` |
| Count of flip-flops and latches | `0` |
| Area Growth Syn to Fin | `21.5%` |
| Max_cap viols | `0` |
| DRC Markers | `0` |
| Netlist Area Pre-Place | `0.00184 mm^2` |
| Setup Viol. Count Final | `0` |
| RSZ-0062 raised after global routing | `false` |
| Slew HR | `a little under two thirds` |
| Met2 wire length | `approximately 3200 um` |
| Synthesized area per cell | `~7.0 um^2` |
| Initial antenna violation count | `0` |
| Worst Path Max Fanout | `9` |
| Share of cells above drive strength 1 | `approximately 5.3%` |
| Final Wtd Congestion | `between 0.9 and 1` |
| Top Layer Used | `met4` |
| WHS Endpoint | `overflow` |
| Hold Worst Slack | `5.07 ns` |
| Grt total ovfl | `0` |
| Arr. time, crit path | `5.22 ns` |
| Largest cells by area | `ha_1, xnor2_1, a21oi_1` |
| Post-cts sizing count | `0` |
| Port bufs | `31` |
| Register share after synthesis | `0%` |
| Min-delay src | `a[7]` |
| Critical path startpoint category | `primary input` |
| Crit path cell chain | `clkdlybuf4s50_1 -> inv_1 -> ha_1 -> nand2b_1 -> a221oi_1 -> a211oi_2 -> xor2_1 -> nor4_1 -> a221o_1 -> clkdlybuf4s50_1` |
| Clock buffer cells | `0` |
| WL/cell | `16.0 um` |
| Leak pwr | `just under 0.9 nW` |
| Cell family with most CP delay | `buffers and inverters` |
| Met1 WL | `2760 um` |
| Vias | `2000` |
| Max-slew violations | `0` |
| Largest net degree at the start of global routing | `24` |
| Post-DRT Antenna Nets | `0` |
| Worst Setup SP | `a[4]` |
| Hpwl dp | `5110 um` |
| Hold_buf cts | `0` |
how the worst max path moves through the flow:
stage	endpoint	slack [ns]	cells past startpoint
CTS	zero	2.46	9
global route	zero	2.26	9
finish	zero	2.46	10
cells by family (layout without fill, tap and decap cells):
group           count (synthesis)  after routing  synth area share [%]
simple gates                   85             85                  26.0
mux                             5              5                  2.72
xor+xnor                       20             20                  9.54
compound gates                 85             85                  32.2
buf+inv                        38             58                  9.13
fa+ha+maj                      29             29                  20.4
layout make-up:
type                       instances  area, um^2
fill                             962        6450
inverter                          23        86.3
multi-input combinational        224        1670
tap                              108         135
timing repair buffer              35         340
metal layers:
metal	up-vias	GRT usage (%)
met5	-	0
met4	0	1.17
met3	4	0.213
met2	51	16.8
met1	939	11.9
li1	1006	-
cell usage after synthesis (all sizes together), types with 4 or more instances:
cell	instances
a211oi	6
a21oi	21
a221o	6
a221oi	4
and3	4
buf	10
clkbuf	5
ha	26
inv	22
mux2i	5
nand2	12
nand2b	6
nand3	7
nor2	24
nor3	10
nor4	6
o211ai	4
o21ai	15
o22ai	5
or2	4
xnor2	18
per-stage QoR:
step / power, mW / instance area (um^2) / worst slack [ns] / util (%)
final: 0.114 / 2230 / 2.46 / 25.7
after global routing: 0.124 / 2230 / 2.26 / 25.7
after CTS: 0.114 / 2230 / 2.46 / 25.7
after detailed placement: 0.113 / 2230 / 2.48 / 25.7
after global placement: 0.114 / 2230 / 2.49 / 25.7
after floorplan: 0.0716 / 1840 / 4.00 / -
where the power goes:
group | total [mW] | switching (mW) | internal, mW
Sequential | 0 | 0 | 0
Combinational | 0.114 | 0.0621 | 0.0516
Clock | 0 | 0 | 0
Total | 0.114 | 0.0621 | 0.0516
Power is estimated from default activity; no workload was simulated.
