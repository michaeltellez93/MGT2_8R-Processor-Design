$ cat design.v
module status_logic(
    input [7:0] a,
    input [7:0] b,
    input [2:0] opCode,
    input reg [7:0] result,
    output reg zero,
    output reg carry,
    output reg overflow
);
    always @(*) begin
        case(opCode)
            3'b000: begin  
                carry = temp_sum[8];
                zero = (temp_sum[7:0] == 8'b0);
                overflow = (~a[7] & ~b[7] & result[7]) | (a[7] & b[7] & ~result[7]);
            end
            3'b001: begin  
                carry    = (a >= b);
                zero     = (result == 8'b0);
                overflow = (a[7] != b[7]) && (result[7] != a[7]);
            end
            3'b010: begin  
                carry    = 8'b0;
                zero     = 8'b0;
                overflow = 8'b0;
            end
            3'b011: begin  
                carry    = 8'b0;
                zero     = 8'b0;
                overflow = 8'b0;
            end
            3'b100: begin  
                carry    = 8'b0;
                zero     = 8'b0;
                overflow = 8'b0;
            end
            default: begin 
                carry = 1'b0;
                zero = 1'b1;
                overflow = 1'b0;
            end
        endcase
    end
endmodule
$ cat run.sh
#!/bin/bash
# OpenROAD 26Q1-2900-gdf79404cd8, Yosys 0.63+post, stock flow scripts
make -C /OpenROAD-flow-scripts/flow DESIGN_CONFIG=/design/flow/config.mk WORK_HOME=/design/flow/orfs finish
$ cat config.mk
export PLATFORM = sky130hd
export DESIGN_NAME = status_logic
export DESIGN_NICKNAME = status_logic
export VERILOG_FILES = /design/flow/design.v
export SDC_FILE = /design/flow/constraint.sdc
export NUM_CORES = 4
export LEC_CHECK = 1
export CORE_AREA = 10 10 70 70
export DIE_AREA = 0 0 80 80
$ cat constraint.sdc
current_design status_logic

set clk_period 2.7
set clk_io_pct 0.2

create_clock -name clk0 -period $clk_period

set non_clock_inputs [all_inputs -no_clocks]
set_input_delay [expr $clk_period * $clk_io_pct] -clock clk0 $non_clock_inputs
set_output_delay [expr $clk_period * $clk_io_pct] -clock clk0 [all_outputs]
==> results.ini <==
[drt]
viasPerCell=3.36
antennaDiodeCount=0
first_pass_iters=2
ant_nets=0
drc=0
wl_per_cell_um=10.2
vias=396
drtIter0Drc=1
wl_um=1200

[cts]
cts_setup_buffers=0

[logic_synthesis]
netlist_instances=40
synth.top_cell.area_share_pct=41.5
yosys-mux-area-fraction_pct=3.32
top_logic_kind=adder cells
yosys_warnings=4
ys_types=20
xor_share_pct=2.90
top_cells_by_area=ha_1 (41%), inv_1 (11%), a2111oi_2 (5.0%), nor4_1 (4.1%), nor2_1 (3.7%)
yosys.area.top_type=ha_1
ys_sh_aoi_pct=28.2
ys_sh_adder_pct=41.5
yosys_area_um2=302
ys_sh_simple_pct=12.9
yosys_cells=40
ys_seq_share_pct=0
syn-cell-area_um2=302
syn_area_per_cell_um2=7.54

[finish]
flop-count=0
logic_area_um2=310
fin_cells=118
nClkBuffers=0
drive_gt1_share_pct=11.1
fill_cells=375
areaGrowthSynthToFinish_pct=139
seq_area_um2=0

[worst_setup_path]
slowest_stage=clkdlybuf4s50_1
crit_path_cell_trace=clkdlybuf4s50_1 > inv_1 > ha_1 > o21a_1 > o2111ai_2 > o21ai_2 > a32o_1 > buf_2
max_stage_delay_ps=450
start_kind=input pin
critical_path_required_ps=2160
path_max_fanout=1
cp.arrival_ps=2050
crit_type=in -> out
worstSetupEndpointType=output port

[final_timing]
slew_headroom_pct=82.7
rsz0062_at_grt=true
tightest_slew_ps=259
period_needed_ps=2590
slew_violations=0
period_used_pct=96.1
timing.fmax_ghz=0.385
setup_viol=0
hold_violations=0

[die]
dieArea_um2=6400
ios=30
std_cell_rows=21
dieWidth_um=80
core-area_um2=3420
fp_util_pct=8.83
die_y_um=80

[placed_design]
place_hpwl_um=991
port_buffers=30
dp.cells=118
globalplace.congestion=0.790

[flow_run]
tool_warnings=35
drv_cap=0

[min_path]
holdPathEnd=overflow
min_from=opCode[1]
whs_path_depth=3
min_path_type=in -> out

[grt]
grt_pass1_vias=435
grt_max_degree=7
grt_usage_pct=3.49
antenna_found_initial=0
grt_pass1_wl_um=1930
gr-total-overflow=0

[power]
totalPowerFinal_uw=92.7
leakage_uw=0.000353
vdd_ir_drop_max_mv=0.0394
powerDensity_nw_per_um2=128

[outcome]
status=completed

[how the worst max path moves through the flow]
stage                 slack, ps     to  start  cells past startpoint
final                       110  carry   b[2]                      8
after global routing         -6  carry   b[2]                      8
after CTS                    20  carry   a[0]                      8
[cell type report]
cell class	instances	area share, %
inverters	9	4.68
multi-input cells	31	43.0
repair buffers	32	44.4
well taps	46	7.97
[routing by layer]
| layer | GRT usage (%) | wire length [um] | up-vias |
|---|---|---|---|
| li1 | - | - | 208 |
| met1 | 4.68 | 572 | 159 |
| met2 | 4.49 | 390 | 29 |
| met3 | 2.73 | 238 | 0 |
| met4 | 0 | 0 | 0 |
| met5 | 0 | 0 | - |
[cells in the mapped netlist]
cell type / n
ha_1: 10
inv_1: 9
nor2_1: 3
nor4_1: 2
a2111oi_2: 1
a21boi_0: 1
a21o_1: 1
a21oi_1: 1
a31oi_1: 1
a32o_1: 1
mux2i_1: 1
nand2_1: 1
nand2b_1: 1
nor3_1: 1
o2111ai_1: 1
o21a_1: 1
o21ai_0: 1
o21ai_1: 1
o31ai_1: 1
xor2_1: 1
[where the power goes]
part | internal [uW] | switching [uW] | leakage (uW) | total, uW
combinational | 61.7 | 31.1 | 0.000353 | 92.7
sequential | 0 | 0 | 0 | 0
clock | 0 | 0 | 0 | 0
total | 61.7 | 31.1 | 0.000353 | 92.7
[timing repair]
item / in CTS / in global routing
gates resized: 6 / 6
hold buffers: 0 / 0
pin swaps: 4 / 6
endpoints found under the setup margin: 1 / 3
[placed cells by master (no fill, tap or decap), drive strengths merged]
master and instances:
a31oi 1, o2111ai 1, nand2b 1, o21ai 2
a2111oi 1, a21oi 1, a21o 1, nand2 1
nor3 1, ha 10, a21boi 1, o31ai 1
buf 3, dlymetal6s2s 4, clkdlybuf4s50 25, mux2i 1
nor4 2, nor2 3, o21a 1, xor2 1
a32o 1, inv 9
[critical path, delay by kind of cell]
kind	cells	cell delay (ps)
adders and majority gates	1	270
AOI/OAI and AO/OA	4	640
buffers and inverters	3	600
[through the flow]
step	setup TNS [ps]	setup WS [ps]	hold slack (ps)	utilization (%)	area, um2
floorplan	0	570	1100	-	302
global placement	-418	-418	2080	19.7	674
detailed placement	-429	-429	2070	19.7	674
CTS	0	15.6	1910	20.3	693
global route	-6.31	-6.31	1830	21.1	722
finish	0	106	1770	21.1	722
[cell families after synthesis]
logic type	count (synthesis)
compound gates	11
xor+xnor	1
mux	1
buf+inv	9
simple gates	8
fa+ha+maj	10
Power figures rest on the tool's default switching activity, not on a simulated workload.
